## design/flow/run.sh

```bash
#!/bin/bash
# OpenROAD 26Q1-2900-gdf79404cd8, Yosys 0.63+post, stock flow scripts
make -C /OpenROAD-flow-scripts/flow DESIGN_CONFIG=/design/flow/config.mk WORK_HOME=/design/flow/orfs finish
```

## design/flow/config.mk

```make
export PLATFORM = sky130hd
export DESIGN_NAME = boothmult
export DESIGN_NICKNAME = boothmult
export VERILOG_FILES = /design/flow/design.v
export SDC_FILE = /design/flow/constraint.sdc
export NUM_CORES = 4
export LEC_CHECK = 1
export CORE_UTILIZATION = 40
```

## design/flow/constraint.sdc

```tcl
current_design boothmult

set clk_period 46.5
set clk_io_pct 0.2

create_clock -name clk0 -period $clk_period

set non_clock_inputs [all_inputs -no_clocks]
set_input_delay [expr $clk_period * $clk_io_pct] -clock clk0 $non_clock_inputs
set_output_delay [expr $clk_period * $clk_io_pct] -clock clk0 [all_outputs]
```

## design/flow/design.v

```verilog
module boothmult(result, A, B);
output [32*2-1:0] result;
input signed [31:0] A, B;
	reg [2:0] cc[(32 / 2)-1:0];
	reg [32:0] pp[(32 / 2)-1:0];
	reg [32*2-1:0] spp[(32 / 2)-1:0];
	reg [32*2-1:0] prod;
	wire [32:0] inv_A;
	integer kk,ii;
	assign inv_A = {~A[31], ~A} + 1;
	always @ (A or B or inv_A)
	begin
		cc[0] = {B[1],B[0],1'b0};
		for(kk=1;kk<(32 / 2);kk=kk+1)
			cc[kk] = {B[2*kk+1], B[2*kk], B[2*kk-1]};
		for(kk=0;kk<(32 / 2);kk=kk+1)
		begin
			case(cc[kk])
				3'b001 , 3'b010 : pp[kk] = {A[32-1],A};
				3'b011 : pp[kk] = {A,1'b0};
				3'b100 : pp[kk] = {inv_A[32-1:0],1'b0};
				3'b101 , 3'b110 : pp[kk] = inv_A;
				default : pp[kk] = 0;
			endcase
			spp[kk] = $signed(pp[kk]);
			for(ii=0;ii<kk;ii=ii+1)
				spp[kk] = {spp[kk],2'b00};  
		end
		prod = spp[0];
		for(kk=1;kk<(32 / 2);kk=kk+1)
			prod = prod + spp[kk];
	end
	assign result = prod;
endmodule
```

==> changes_impl.md <==
### Implementation results

- Standard-cell row count: 110
- Total iterations of the first detailed-routing run: 8
- Final Max Tran Viols: 0
- Setup repair after global routing missed its margin: no
- Cell Area, Synth: 36500 um2
- Number of buffers inserted by post-CTS setup repair: 0
- Congestion Overflow GR: 0
- DRC violations left: 0
- Initial antenna violation count: 17
- Setup-violating endpoint count in the final report: 0
- Vias in the first global route: 41085
- Startpoint kind of the worst setup timing path: input pin
- Total number of warnings across the stage logs: 32
- P&R area growth vs syn: 7.54%
- Most frequent standard cell in the layout excluding fill and tap cells: nand2_1
- Number of cells on the worst hold path: 4
- Count of pins on the block boundary: 128
- Transition time at the pin with the least slew margin: 1.17 ns
- Most frequent cells in the layout: 621 x nand2_1, 555 x inv_1, 550 x o21ai_0
- Cell occurring most often along the worst timing path: fa_1
- Area reported by Yosys stat: 36500 um2
- Portion of the post-synthesis area used by sequential elements: 0%
- I/O Buffers: 128
- First-pass GRT wire length: 324 mm
- Synthesis Warnings: 4
- Worst hold path class: input pin to output port
- Normalized max-slew margin: 21.1%
- Final cycle utilization of the critical path: 65.6%
- Post-Synthesis Cells: 5226
- Cell area reported after detailed placement: 39200 um2
- Die footprint: 92500 um2
- Violation count after the first detailed-route iteration: 6277
- Number of buffers inserted for hold repair after clock tree synthesis: 0
- Layout clock buffer count: 0
- Worst hold path endpoint: result[1]
- Standard cell core area: 90100 um2
- Setup Total Neg Slack: 0 ns
- Die Span Y: 304 um
- Overall Global Routing Usage: 51.5%
- Gp weighted congestion: 1.13
- Final routed wire length divided by cell count: 36.9 um
- Required time at the endpoint of the critical path: 37.20 ns
- Vias: 43262
- Result of the run: finished clean
- Max-cap violation count: 0
- Worst Setup Path Type: input pin to output port
- Sequential cell area in the final layout: 0 um2
- Endpoint type of the worst setup path: output port
- Sequential cells: 0
- Vias per cell: 6.88
- Arr. time, crit path: 21.19 ns
- Number of nets with antenna violations after detailed routing: 0
- Ys cells: 5226
- Horizontal die dimension: 304 um
- Worst Path Max Fanout: 23
- Post-synthesis area per instance: 6.98 um2
- Fraction of layout cells with a size suffix above 1: 8.17%
- Maximum frequency from static timing analysis: 32.8 MHz
- Fraction of the core area occupied by cells at floorplan: 40.5%
- Post-synthesis cell type count: 85
- Final critical-path required period: 30.49 ns
- Final cell area excluding filler cells: 39300 um2
- Final Routed Wirelength: 232 mm
- Gates resized, CTS repair: 0
- Hold violation count in the final report: 0
- Max incr delay on CP: 0.76 ns
- Hold_sp: B[1]
- Maximum number of pins on one net before global-route repair: 53
- Final HPWL from detailed placement: 175 mm
- CP max-delay cell: nand4_1
## how the worst max path moves through the flow
| stage | start | endpoint | slack [ns] | cells past startpoint |
|---|---|---|---|---|
| 4_1_cts | A[2] | result[61] | 16.51 | 28 |
| 5_1_grt | A[1] | result[61] | 15.94 | 33 |
| 6_report | A[9] | result[61] | 16.01 | 27 |
## per-layer routing
metal	part of all wire, %	up-vias	GRT usage, %	wire, um
met2	39	3883	67.8	90200
met3	18	1012	33.2	42600
met1	35	20684	64.4	82000
li1	-	17661	-	-
met4	7.4	22	27.8	17200
met5	0.11	-	0.568	244
## logic make-up (layout without fill, tap and decap cells)
| kind of cell | Yosys count | in the layout | share of synthesized area (%) |
|---|---|---|---|
| AND-OR/OR-AND | 1808 | 1808 | 31.3 |
| AND/OR/NAND/NOR | 1287 | 1287 | 14.9 |
| buffers and inverters | 1104 | 984 | 11.5 |
| adder cells (fa/ha/maj) | 646 | 646 | 32.8 |
| XOR/XNOR | 320 | 320 | 7.74 |
| multiplexers | 61 | 61 | 1.74 |
| other | 0 | 9 | 0 |
## cell type report
class	count	area, um2
antenna	9	22.5
inverter	567	2130
multi-input combinational	4122	32400
fill	9353	50900
tap	1176	1470
timing repair buffer	417	3270
## stage by stage
stage	instances	utilization, %	hold slack, ns	worst slack (ns)
3_3_place_gp	6282	43.5	19.92	16.58
2_1_floorplan	5226	-	18.91	19.26
6_report	6291	43.5	19.97	16.01
3_5_place_dp	6282	43.5	19.92	16.54
5_1_grt	6282	43.5	19.95	15.94
4_1_cts	6282	43.5	19.93	16.51
## critical path: cells and delay by family
kind | cells | cell delay, ns
fa+ha+maj | 7 | 3.74
simple gates | 7 | 3.03
buf+inv | 6 | 2.62
compound gates | 6 | 2.05
xor+xnor | 1 | 0.37
## cell usage after synthesis, drive strengths merged (10+ instances only)
master     n  area, um2
a211oi    41        308
a21o      52        390
a21oi    448       2250
a221o     62        621
a221oi   122       1120
a222oi    15        150
a22o      16        140
a22oi     89        668
a2bb2oi   10       87.6
a31o      19        166
a31oi     38        238
and2      22        138
buf       96        422
clkbuf   441       1660
fa       517      10300
ha       129       1610
inv      558       2090
mux2      20        225
mux2i     41        410
nand2    623       2340
nand2b    20        125
nand3     54        288
nand4     22        144
nor2     421       1580
nor2b     23        144
nor3      38        229
o211ai    63        473
o21a      20        150
o21ai    568       2840
o21bai    18        135
o221ai    37        324
o22ai    125        782
or2       20        125
or3       11       73.8
xnor2    227       2010
xor2      93        815
