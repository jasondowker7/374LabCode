File: ./config.mk
export PLATFORM = sky130hd
export DESIGN_NAME = bus
export DESIGN_NICKNAME = bus
export VERILOG_FILES = /design/flow/design.v
export SDC_FILE = /design/flow/constraint.sdc
export NUM_CORES = 4
export LEC_CHECK = 1
export CORE_AREA = 10 10 319 319
export DIE_AREA = 0 0 329 329
File: ./design.v
module bus(input R0out,R1out,R2out,R3out,R4out,R5out,R6out,R7out,R8out,R9out,R10out,
					  R11out,R12out,R13out,R14out,R15out,HIout,LOout,Zhighout,Zlowout,
					  PCout,MDRout,InPortout,Cout,
	  input[31:0] BusMuxIn_R0,BusMuxIn_R1,
					  BusMuxIn_R2,BusMuxIn_R3,BusMuxIn_R4,BusMuxIn_R5,BusMuxIn_R6,BusMuxIn_R7,
					  BusMuxIn_R8,BusMuxIn_R9,BusMuxIn_R10,BusMuxIn_R11,BusMuxIn_R12,BusMuxIn_R13,
					  BusMuxIn_R14,BusMuxIn_R15,BusMuxIn_HI,BusMuxIn_LO,BusMuxIn_ZHI,BusMuxIn_ZLO,
					  BusMuxIn_PC,BusMuxIn_MDR,BusMuxIn_InPort,BusMuxIn_C,
			 output [31:0] BusMuxOut 
);
	reg [31:0] internalOut;
	assign BusMuxOut = internalOut;
	always@(R0out,R1out,R2out,R3out,R4out,R5out,R6out,R7out,R8out,R9out,R10out,
					  R11out,R12out,R13out,R14out,R15out,HIout,LOout,Zhighout,Zlowout,
					  PCout,MDRout,InPortout,Cout,BusMuxIn_R0,BusMuxIn_R1,
					  BusMuxIn_R2,BusMuxIn_R3,BusMuxIn_R4,BusMuxIn_R5,BusMuxIn_R6,BusMuxIn_R7,
					  BusMuxIn_R8,BusMuxIn_R9,BusMuxIn_R10,BusMuxIn_R11,BusMuxIn_R12,BusMuxIn_R13,
					  BusMuxIn_R14,BusMuxIn_R15,BusMuxIn_HI,BusMuxIn_LO,BusMuxIn_ZHI,BusMuxIn_ZLO,
					  BusMuxIn_PC,BusMuxIn_MDR,BusMuxIn_InPort,BusMuxIn_C)
	begin
		if(R0out==1) internalOut = BusMuxIn_R0; else
		if(R1out==1) internalOut = BusMuxIn_R1; else
		if(R2out==1) internalOut = BusMuxIn_R2; else
		if(R3out==1) internalOut = BusMuxIn_R3; else
		if(R4out==1) internalOut = BusMuxIn_R4; else
		if(R5out==1) internalOut = BusMuxIn_R5; else
		if(R6out==1) internalOut = BusMuxIn_R6; else
		if(R7out==1) internalOut = BusMuxIn_R7; else
		if(R8out==1) internalOut = BusMuxIn_R8; else
		if(R9out==1) internalOut = BusMuxIn_R9; else
		if(R10out==1) internalOut = BusMuxIn_R10; else
		if(R11out==1) internalOut = BusMuxIn_R11; else
		if(R12out==1) internalOut = BusMuxIn_R12; else
		if(R13out==1) internalOut = BusMuxIn_R13; else
		if(R14out==1) internalOut = BusMuxIn_R14; else
		if(R15out==1) internalOut = BusMuxIn_R15; else
		if(HIout==1) internalOut = BusMuxIn_HI; else
		if(LOout==1) internalOut = BusMuxIn_LO; else
		if(Zhighout==1) internalOut = BusMuxIn_ZHI; else
		if(Zlowout==1) internalOut = BusMuxIn_ZLO; else
		if(PCout==1) internalOut = BusMuxIn_PC; else
		if(MDRout==1) internalOut = BusMuxIn_MDR; else
		if(InPortout==1) internalOut = BusMuxIn_InPort; else
		if(Cout==1) internalOut = BusMuxIn_C; else
		internalOut = 32'bx;
	end
endmodule
File: ./constraint.sdc
current_design bus

set clk_period 5.2
set clk_io_pct 0.2

create_clock -name clk0 -period $clk_period

set non_clock_inputs [all_inputs -no_clocks]
set_input_delay [expr $clk_period * $clk_io_pct] -clock clk0 $non_clock_inputs
set_output_delay [expr $clk_period * $clk_io_pct] -clock clk0 [all_outputs]
File: ./run.sh
#!/bin/bash
# OpenROAD 26Q1-2900-gdf79404cd8, Yosys 0.63+post, stock flow scripts
make -C /OpenROAD-flow-scripts/flow DESIGN_CONFIG=/design/flow/config.mk WORK_HOME=/design/flow/orfs finish
==> impl_metrics.csv <==
group,metric,value,unit
floorplanning,chipHeight,329,µm
routing,routed_via_density,4.12,
layout,clock_buffers,0,
floorplanning,row_count,113,
worst_setup_path,critPathArrivalTime,4.03,ns
sta,rsz0062_at_grt,"no",
sta,fin_crit,5.07,ns
worst_setup_path,critPathMostFrequentCell,"clkdlybuf4s50_1",
sta,setup_viol,0,
worst_setup_path,slowest_stage,"or3_2",
logic_synthesis,common_cells,"clkbuf_1 (117), o21ai_0 (94), nand2_1 (70)",
clocking,post_cts_buffers,0,
logic_synthesis,postSynthCellCount,1001,
sta,maxSlewHeadroom,44.4,%
grt,grt_start_max_net_pins,63,
layout,layout-drive-gt1-share,8.43,%
worst_setup_path,crit_family,"buffers and inverters",
routing,wl_per_cell,34.8,µm
sta,setup-tns-final,0,ns
worst_setup_path,path_buffers,4,
clocking,cts_resized,0,
grt,grt_pass1_wl,132,mm
place,gp_congestion,0.960,
run,warnings,33,
floorplanning,core_area,94900,µm²
place,hpwl,95.6,mm
sta,worst_pin_slew,0.826,ns
logic_synthesis,topCellsByArea,"a221o_1 (9.0%), a211o_1 (7.9%), o21ai_0 (7.0%)",
floorplanning,die_w,329,µm
grt,grt_pass1_vias,12900,
sta,hold_violations,0,
sta,fmax,197,MHz
worst_setup_path,crit_required,4.16,ns
worst_setup_path,worst_path_largest_cell_delay,0.51,ns
logic_synthesis,top_area_cell,"a221o_1",
place,numPortBuffers,823,
power_and_ir_drop,ir_worst_vdd,0.0262,mV
worst_setup_path,path_cells,"clkdlybuf4s50_1, or3_2, buf_12, buf_4, a211o_1, o221ai_1, nand4_1, a21oi_1, clkdlybuf4s50_1",
floorplanning,io_pins,824,
routing,drt_pass1_iterations,5,
logic_synthesis,ys_seq_share,0,%
sta,finalMaxSlewViolations,0,
place,dpl_cell_area,16800,µm²
floorplanning,fp_util,7.04,%
run,maxCapViolations,0,
worst_setup_path,end_kind,"primary output",
layout,ff_latch_area,0,µm²
floorplanning,die_area,108000,µm²
routing,drt-total-wl,107,mm
routing,num_vias,12600,
worst_setup_path,worstSetupPathType,"in2out",
hold_path,hold_class,"in2out",
logic_synthesis,synth_area_per_cell,6.67,µm²
power_and_ir_drop,leakagePower,0.00559,µW
logic_synthesis,yosys_cells,1001,
grt,antenna_found_initial,82,
layout,finish.instance_area,16800,µm²
layout,design.seq.count,0,
routing,postRouteAntennaNets,0,
logic_synthesis,yosys.area.top_type_share,9.00,%
worst_setup_path,path_max_fanout,45,
logic_synthesis,netlist_area,6680,µm²
grt,grt_use_total,18.7,%
grt,grt_remaining_overflow,0,
worst_setup_path,startpoint_type,"input port",
routing,drt_iter0_markers,951,
logic_synthesis,synth_warnings,1,
logic_synthesis,ys_area,6680,µm²
logic_synthesis,synth.most_common_cell,"clkbuf_1",
clocking,hold_buffers,0,
layout,area_growth,152,%
power_and_ir_drop,p_per_area,83.1,nW/µm²
logic_synthesis,synthDistinctLibCells,45,
routing,drcViolationCount,0,
sta,fin_crit_sh,97.4,%
run_status,run_status,"finished clean",
[cells in the final DEF (no fill, tap or decap), types with 24 or more instances in the layout]
cell type	synthesis	final
clkdlybuf4s50_1	0	808
o21ai_0	94	94
buf_4	0	79
nand2_1	70	69
a21oi_1	66	66
o22ai_1	63	63
a22oi_1	62	62
a221o_1	60	60
a211o_1	60	60
a211oi_1	34	34
nor2_1	34	33
and3b_1	32	32
mux2i_1	32	32
nor2b_1	35	32
o221ai_1	32	32
nor3b_1	33	31
o31a_1	30	30
o22a_1	30	30
nand4_1	30	30
a211oi_2	29	29
diode_2	0	24
[layer usage]
metal | global-route usage [%] | share of wire [%] | up-vias
li1 | - | - | 5717
met1 | 25.0 | 44 | 6018
met2 | 28.2 | 44 | 737
met3 | 8.16 | 11 | 106
met4 | 2.55 | 0.89 | 66
met5 | 0.887 | 0.39 | -
[final cells by class]
cell class	instances	area, µm²
diodes	24	60.1
inverters	8	30.0
multi-input cells	857	6150
fillers	10700	78000
well taps	1265	1580
repair buffers	914	9010
[report_power, final]
part / switching (µW) / total (µW) / leakage (µW) / internal, µW
logic: 617 / 1400 / 0.00559 / 782
clock network: 0 / 0.000450 / 0.000000151 / 0.000450
registers: 0 / 0 / 0 / 0
[cell families after synthesis]
logic type | after synthesis | share of synthesized area (%)
buffers and inverters | 144 | 8.77
AND-OR/OR-AND | 576 | 65.1
multiplexers | 32 | 4.80
AND/OR/NAND/NOR | 249 | 21.3
[through the flow]
step                cells  worst slack (ns)  utilization [%]  hold slack (ns)  total power, µW
floorplan            1001              1.71                -             2.18              360
global placement     3044            0.0595             17.7             2.92             1410
detailed placement   3044            0.0784             17.7             2.93             1400
CTS                  3044            0.0738             17.7             2.93             1410
global route         3060            0.0351             17.7             2.97             1470
finish               3068             0.134             17.7             2.89             1400
[path summary, 6_finish.rpt]
kind	startpoint	end	slack (ns)	depth (start not counted)
max	HIout	BusMuxOut[26]	0.13	9
min	BusMuxIn_R0[17]	BusMuxOut[17]	2.89	4
Power and IR drop assume default switching activity.
