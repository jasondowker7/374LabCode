===== design/flow/design.v =====
module rightRotate(Result, A, B);
output [31:0] Result;
input [31:0] A, B; 
wire [4:0] M;
assign M = A%32;
assign Result = (M==31) ? {B[30:0], B[31:31]} :
				(M==30) ? {B[29:0], B[31:30]} :
				(M==29) ? {B[28:0], B[31:29]} :
				(M==28) ? {B[27:0], B[31:28]} :
				(M==27) ? {B[26:0], B[31:27]} :
				(M==26) ? {B[25:0], B[31:26]} :
				(M==25) ? {B[24:0], B[31:25]} :
				(M==24) ? {B[23:0], B[31:24]} :
				(M==23) ? {B[22:0], B[31:23]} :
				(M==22) ? {B[21:0], B[31:22]} :
				(M==21) ? {B[20:0], B[31:21]} :
				(M==20) ? {B[19:0], B[31:20]} :
				(M==19) ? {B[18:0], B[31:19]} :
				(M==18) ? {B[17:0], B[31:18]} :
				(M==17) ? {B[16:0], B[31:17]} :
				(M==16) ? {B[15:0], B[31:16]} :
				(M==15) ? {B[14:0], B[31:15]} :
				(M==14) ? {B[13:0], B[31:14]} :
				(M==13) ? {B[12:0], B[31:13]} :
				(M==12) ? {B[11:0], B[31:12]} :
				(M==11) ? {B[10:0], B[31:11]} :
				(M==10) ? {B[9:0], B[31:10]} :
				(M==9) ? {B[8:0], B[31:9]} :
				(M==8) ? {B[7:0], B[31:8]} :
				(M==7) ? {B[6:0], B[31:7]} :
				(M==6) ? {B[5:0], B[31:6]} :
				(M==5) ? {B[4:0], B[31:5]} :
				(M==4) ? {B[3:0], B[31:4]} :
				(M==3) ? {B[2:0], B[31:3]} :
				(M==2) ? {B[1:0], B[31:2]} :
				(M==1) ? {B[0:0], B[31:1]} :
				B[31:0];
endmodule 

===== design/flow/run.sh =====
#!/bin/bash
# OpenROAD 26Q1-2900-gdf79404cd8, Yosys 0.63+post, stock flow scripts
make -C /OpenROAD-flow-scripts/flow DESIGN_CONFIG=/design/flow/config.mk WORK_HOME=/design/flow/orfs finish

===== design/flow/config.mk =====
export PLATFORM = sky130hd
export DESIGN_NAME = rightRotate
export DESIGN_NICKNAME = rightRotate
export VERILOG_FILES = /design/flow/design.v
export SDC_FILE = /design/flow/constraint.sdc
export NUM_CORES = 4
export LEC_CHECK = 1
export CORE_UTILIZATION = 50

===== design/flow/constraint.sdc =====
current_design rightRotate

set clk_period 13.6
set clk_io_pct 0.2

create_clock -name clk0 -period $clk_period

set non_clock_inputs [all_inputs -no_clocks]
set_input_delay [expr $clk_period * $clk_io_pct] -clock clk0 $non_clock_inputs
set_output_delay [expr $clk_period * $clk_io_pct] -clock clk0 [all_outputs]

==> run notes <==
Implementation numbers.

- The yosys cell count is 1372.
- The number of clock buffers in the layout is 0.
- The placed cell area is 9050 um^2.
- In this run the count of I/O pins placed on the die edge is 96.
- The sequential cell count is 0.
- Total power normalized to cell area comes to 43.0 nW/um^2.
- At the worst endpoint, the required time is 10.88 ns.
- The uppermost layer routed is met5.
- Once layout is done, the placed cells without fillers occupy 9050 um^2.
- The width of the chip is 132 um.
- The DRC violation count after routing is 0.
- The final critical delay including setup and external delays is 10.16 ns.
- Relative to the synthesized area, the layout overhead comes to 7.68%.
- The data arrival time reported for the critical path is 7.44 ns.
- The instance count after placement with tap cells included is 1504.
- For this design, the CTS-stage hold fixing added 0 buffers.
- The report lists the cells along the critical path as buf_4 -> buf_4 -> buf_4 -> nand3b_1 -> nor2_2 -> buf_4 -> a22oi_1 -> o211ai_1 -> a211oi_1 -> o31ai_1 -> clkdlybuf4s50_1.
- Leaving out buffers and inverters, the combinational logic in the layout accounts for 7390 um^2.
- Timing would allow up to 98.4 MHz.
- Summed over all nets, the half-perimeter wirelength after detailed placement is 29300 um.
- Final hold analysis gives a worst-case slack of 6.49 ns.
- STA classifies the critical path startpoint as an input pin.
- Averaged over all synthesized cells, the footprint is 6.13 um^2.
- The post-layout period usage of the worst path is 0.747.
- The OpenROAD warning count is 59.
- The fraction of layout instances using a drive strength above 1 is 0.0872.
- Per the detail_route log, met2 wirelength is 19400 um.
- Setup repair after global routing left no endpoint under its margin.
- The flow ran to the end, and the final reports show no timing, DRC or antenna violations.
- The cell type contributing the most total cell area after synthesis is a21oi_1.
- According to the floorplan report, the placeable core area is 16500 um^2.
- The post-CTS setup buffer count is 0.
- The final timing report lists a hold violation count of 0.
- The chip occupies 17300 um^2.
- The script logs the ratio of routed vias to standard cells as 9.04.
- The maximum fanout along the worst path is 75.
- The detailed route wirelength on metal3 is 11800 um.
- The total length of routed wires is 54400 um.
- By area the synthesized netlist is led by a21oi_1 9.5%, a222oi_1 8.3%, clkbuf_1 8.1%.
- The worst-case IR drop observed on VDD is 0.0000544 V.
- The detail route stage leaves a number of antenna-violating nets equal to 0.
- The area share of the leading cell type in the synthesized netlist is 0.0953.
- The detailed router put a total of 18400 um of wire on met1.
- The length of the first detailed-routing pass in iterations is 15.
- The area taken by sequential standard cells is reported as 0 um^2.
- The final standard cell count with taps included and fillers excluded is 1504.
- The number of max-capacitance violations reported is 0.
- The initial antenna violation count is 5.
- The total negative slack for setup checks is 0 ns.
- The slowest stage of the critical path belongs to the cell o31ai_1.
- Antenna repair during routing inserted a diode count of 0.
- The Yosys step of the flow raised 0 warnings.
- The global-route wire length before repair is 80100 um.
- The filler cells instantiated in the layout total 1635.
- The weighted congestion at the end of routability-driven global placement is 1.05.
- The portion of the post-synthesis area used by sequential elements is 0.
- The most critical setup path has its endpoint at Result[4].
- The overall via count from detail_route is 13.6k.
- The initial standard-cell utilization of the core is 0.509.
- Input and output buffers added on the ports amount to 69.
- The floorplan row count is 47.
- The transition time of the tightest slew-check pin is 1.24 ns.
- Measured along the y axis, the die boundary spans 132 um.
- The mean routed wirelength per cell is 36.2 um.
- In the final report, the number of endpoints failing setup comes to 0.
- Summing every instance area after synthesis gives 8410 um^2.
- For this design the static power due to leakage is 0.00295 uW.
- For this run, the slowest stage of the critical path takes 0.79 ns.
- The overall overflow remaining after global route is 0.
- The kind of capture point of the worst setup path is a primary output.
- After synthesis, the chip area reported by Yosys is 8410 um^2.
- Summing internal, switching and leakage power gives 389 uW.
- Per the post-synthesis report, the number of cells in the design is 1372.
- The worst setup path category is input pin to primary output.
- The maximum number of pins on one net before global-route repair is 76.
- The cell with the most instances on the worst path is buf_4.
- Per the synthesis report, the number of distinct cell types is 62.
- The first routing iteration left 3534 violations.
- The final timing report lists a max-slew violation count of 0.
- The post-CTS resize count is 0.
- The kind of path behind the tightest hold check is input pin to primary output.
- The number of global-route vias before repair was 12.1k.
- The worst max-slew margin expressed relative to the limit is 0.175.
- In the global route stage, overall resource usage came out at 0.614.
- The launching element of the worst setup path is A[2].
==> layout by cell type, fill, tap and decap left out, types with 5 or more instances in the layout <==
master	instances
o211ai_1	25
a22oi_1	65
o2bb2ai_1	6
a221o_1	52
clkdlybuf4s50_1	65
nand2b_1	11
a22o_1	8
o21ai_0	111
a21oi_1	159
a211oi_1	31
a221oi_1	44
nor3_1	37
or3_1	45
nor2b_1	34
inv_1	33
nand3b_1	7
a2111oi_0	31
buf_4	81
o21bai_1	30
o22ai_1	56
nor2_2	7
nand3_1	10
a222oi_1	70
mux2i_1	30
nand2_1	7
o31ai_1	25
a21boi_0	5
nor2_1	130
==> worst min path at each step <==
stage	startpoint	end	slack, ns	depth (start not counted)
CTS	A[1]	Result[14]	6.46	5
global route	A[1]	Result[5]	6.50	4
finish	A[1]	Result[14]	6.49	5
==> worst max-delay path, delay by kind of cell <==
family	cells	cell delay, ns
compound gates	4	1.26
simple gates	2	0.95
buf+inv	5	2.46
==> synthesized netlist by cell type (25+ instances only) <==
| cell type | number |
|---|---|
| a22oi_1 | 65 |
| a211oi_1 | 31 |
| a21oi_1 | 160 |
| nor2b_1 | 35 |
| o31ai_1 | 25 |
| buf_2 | 37 |
| mux2i_1 | 30 |
| a221oi_1 | 44 |
| nor2_1 | 137 |
| o21ai_0 | 112 |
| a2111oi_0 | 31 |
| o22ai_1 | 56 |
| inv_1 | 34 |
| clkbuf_1 | 181 |
| a222oi_1 | 70 |
| a221o_1 | 52 |
| o211ai_1 | 25 |
| o21bai_1 | 30 |
| or3_1 | 45 |
| nor3_1 | 38 |
==> layout make-up <==
| type | instances | area share |
|---|---|---|
| multi-input combinational | 1103 | 0.816 |
| timing repair buffer | 147 | 0.140 |
| tap | 220 | 0.0304 |
| inverter | 34 | 0.0141 |
==> report_power, final <==
| part | internal (uW) | switching (uW) |
|---|---|---|
| combinational | 137 | 252 |
| clock | 0 | 0 |
| sequential | 0 | 0 |
==> routing by layer <==
metal,track usage,up-vias
li1,-,5329
met1,0.764,6096
met2,0.777,1668
met3,0.405,492
met4,0.331,4
met5,0.0409,-
==> through the flow <==
| stage | worst slack [ns] | utilization |
|---|---|---|
| after floorplan | 6.41 | - |
| after global placement | 3.96 | 0.548 |
| after detailed placement | 3.95 | 0.548 |
| after CTS | 3.92 | 0.548 |
| after global routing | 3.50 | 0.548 |
| final | 3.44 | 0.548 |
==> kinds of logic after synthesis <==
group	after synthesis	synth area share
compound gates	752	0.636
buf+inv	269	0.132
xor+xnor	1	0.00104
simple gates	317	0.192
mux	33	0.0397
Power figures rest on the tool's default switching activity, not on a simulated workload.
